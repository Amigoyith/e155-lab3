==> design/flow/constraint.sdc <==
current_design clock_divide

set clk_period 1.4
set clk_io_pct 0.2

create_clock -name clk0 -period $clk_period [get_ports {int_osc}]

set non_clock_inputs [all_inputs -no_clocks]
set_input_delay [expr $clk_period * $clk_io_pct] -clock clk0 $non_clock_inputs
set_output_delay [expr $clk_period * $clk_io_pct] -clock clk0 [all_outputs]
==> design/flow/config.mk <==
export PLATFORM = sky130hd
export DESIGN_NAME = clock_divide
export DESIGN_NICKNAME = clock_divide
export VERILOG_FILES = /design/flow/design.v
export SDC_FILE = /design/flow/constraint.sdc
export NUM_CORES = 4
export LEC_CHECK = 1
export CORE_AREA = 10 10 70 70
export DIE_AREA = 0 0 80 80
==> design/flow/design.v <==
module clock_divide #(parameter DIVIDER = 42,  
	parameter COUNTER = $clog2(DIVIDER))  
(
    input logic int_osc,
    input logic nreset,
    output logic divclk
);
	logic [COUNTER-1:0] counter;
	always_ff @(posedge int_osc) begin
	if (!nreset) begin
		counter<=0;
		divclk<=0;
    end else begin
    if (counter == (DIVIDER -1)) begin
		counter<=0;
		divclk<= !divclk;
    end else begin  
		counter<=counter+1;
    end
    end
end
    endmodule
==> design/flow/run.sh <==
#!/bin/bash
# OpenROAD 26Q1-2900-gdf79404cd8, Yosys 0.63+post, stock flow scripts
make -C /OpenROAD-flow-scripts/flow DESIGN_CONFIG=/design/flow/config.mk WORK_HOME=/design/flow/orfs finish
==> impl_metrics.json <==
{
  "yosysUniqueCellTypes": 14,
  "place.gp.congestion": 0.789,
  "slew_violations": 0,
  "comb_power_share_pct": 6.6,
  "cp-end-kind": "output port",
  "wl_per_cell_um": 5.65,
  "grt_pass1_wl_um": 752,
  "yosys_warnings": 1,
  "fp_util_pct": 8.21,
  "critical-path-top-delay-family": "buffers and inverters",
  "finalClockPeriodUsage_pct": 95.8,
  "worst-path-max-fanout": 3,
  "drc": 0,
  "worst_pin_slew_ns": 0.194,
  "whs_ns": 0.466,
  "ys.flops": 7,
  "ioPinCount": 3,
  "numCtsBuffers": 3,
  "antenna_found_initial": 0,
  "worstPathBufferInverterCount": 1,
  "dp_hpwl_um": 338,
  "grt_use_total_pct": 1.44,
  "drv_cap": 0,
  "synthDominantCellAreaShare_pct": 50.0,
  "grt_setup_unrepaired": "no",
  "placement_rows": 21,
  "die_y_um": 80,
  "cp-start-kind": "flip-flop",
  "grt_max_degree": 7,
  "p_leak_nw": 0.143,
  "vias": 227,
  "area_growth_pct": 48.2,
  "top_cell": "dfxtp_1",
  "placed_cells": 80,
  "core_area_um2": 3420,
  "ys_seq_share_pct": 50.0,
  "die_width_um": 80,
  "layout_min_cycle_time_ns": 1.34,
  "setup-tns-final_ns": 0,
  "cp.arrival_ns": 1.06,
  "common_cells": "7 x dfxtp_1, 6 x nor2_1",
  "clkPwrFrac_pct": 43.2,
  "cts.path.max_buffers": 2,
  "ir_worst_vdd_v": 0.000174,
  "wirelength_um": 475,
  "cts_tree": "done",
  "drt-pass1-iter-count": 3,
  "internal_power_w": 0.000329,
  "async_reset_ff_share_pct": 0,
  "htree_levels": 1,
  "avgSynthCellArea_um2": 9.34,
  "drtIter0Drc": 5,
  "drtAntennaViolNets": 0,
  "synthFlopType": "dfxtp_1",
  "swShare_pct": 23.6,
  "p_per_area_nw_per_um2": 1040,
  "nFillCells": 398,
  "critical-path-max-stage-delay_ns": 0.47,
  "num_antenna_cells": 0,
  "warning_count": 26,
  "chip_area_um2": 6400,
  "max_freq_mhz": 746,
  "worstPathRequired_ns": 1.12,
  "vias_per_cell": 2.70,
  "setup_viol": 0,
  "clock-root-buffer": "clkbuf_4",
  "path_clk_slew_ns": 0.05,
  "ys_area_um2": 280,
  "grt-ovfl-total": 0,
  "critPathSlowestCell": "clkdlybuf4s50_1",
  "portBuffers": 2,
  "instances_no_fill": 84,
  "finClkSkew_ns": 0.00233,
  "edf_count": 0,
  "clock_sinks": 7,
  "drive_gt1_share_pct": 26.3,
  "hold_viol_final": 0,
  "top_area_cell": "dfxtp_1",
  "clk_latency_ns": 0.25,
  "netlist_area_um2": 280,
  "path_cells": "clkdlybuf4s50_1",
  "worstHoldPathType": "reg -> reg",
  "synth_cells": 30,
  "status": "complete, no violations",
  "critPathKind": "reg -> out",
  "ys_cells": 30,
  "slew_headroom_pct": 87.1,
  "grt_pass1_vias": 191,
  "seqPwrFrac_pct": 50.3,
  "top_cells_by_area": "dfxtp_1 50%, ha_1 8.9%, nor2_1 8.0%, xor2_1 6.3%, nand3_1 3.6%",
  "postCtsSetupRepairBufs": 0,
  "p_sw_w": 0.000102
}
-- final timing paths --
path         cells after the start                  start  slack (ns)             endpoint
max                              1    divclk$_SDFFE_PN0N_        0.06               divclk
min                              2    divclk$_SDFFE_PN0N_        0.47  divclk$_SDFFE_PN0N_
max reg2reg                      5  counter[1]$_SDFF_PP0_        0.11  divclk$_SDFFE_PN0N_
min reg2reg                      2    divclk$_SDFFE_PN0N_        0.47  divclk$_SDFFE_PN0N_
-- layout make-up --
type,instances,area (um^2),share of cell area (%)
clock buffers,3,22.5,5.42
repair buffers,4,35.0,8.43
multi-input cells,22,149,35.8
clock inverters,1,5.00,1.20
well taps,46,57.6,13.9
flip-flops and latches,7,143,34.3
inverters,1,3.75,0.904
-- cells by family after synthesis --
logic type               count (synthesis)  share of synthesized area (%)
XOR/XNOR                                 3                           9.38
AND/OR/NAND/NOR                         13                           23.2
adder cells (fa/ha/maj)                  2                           8.93
flip-flops                               7                           50.0
AND-OR/OR-AND                            4                           7.14
buffers and inverters                    1                           1.34
-- layout by cell type, fill, tap and decap left out, drive strengths merged, types with 2 or more instances in the layout --
cell,Yosys,routed
o21ai,3,3
clkdlybuf4s50,0,2
nor2,6,6
nand2,2,2
clkbuf,0,3
buf,0,2
ha,2,2
nand3,2,2
dfxtp,7,7
xor2,2,2
-- repair_timing --
item | 4_1_cts | 5_1_grt
hold buffers | 0 | 0
endpoints found under the setup margin | 0 | 1
resized | 0 | 6
-- stage by stage --
stage	utilization, %	instance area, um^2	setup WS (ns)	power, W
4_1_cts	11.7	400	0.0419	0.000436
3_3_place_gp	10.9	373	0.0629	0.000242
6_report	12.2	415	0.0588	0.000430
5_1_grt	12.2	415	0.0102	0.000464
2_1_floorplan	-	280	0.147	0.000231
3_5_place_dp	10.9	373	0.0463	0.000243
-- flip-flops by register name (all words and copies together), names as in the netlist --
register  flops
counter       6
divclk        1
-- metal layers --
metal	part of all wire, %	GRT usage, %	vias to the layer above
li1	-	-	119
met1	50	1.67	102
met2	37	1.93	6
met3	12	1.36	0
met4	0	0.176	0
met5	0	0	-
-- power groups by stage --
stage                 clock (W)  sequential [W]  combinational, W
after CTS              0.000197        0.000213         0.0000257
after global routing   0.000215        0.000217         0.0000325
final                  0.000186        0.000216         0.0000282
Power is estimated from default activity; no workload was simulated.
