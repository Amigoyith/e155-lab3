$ cat flow/run.sh
#!/bin/bash
# OpenROAD 26Q1-2900-gdf79404cd8, Yosys 0.63+post, stock flow scripts
make -C /OpenROAD-flow-scripts/flow DESIGN_CONFIG=/design/flow/config.mk WORK_HOME=/design/flow/orfs finish
$ cat flow/config.mk
export PLATFORM = sky130hd
export DESIGN_NAME = storage_ctrl
export DESIGN_NICKNAME = storage_ctrl
export VERILOG_FILES = /design/flow/design.v
export SDC_FILE = /design/flow/constraint.sdc
export NUM_CORES = 4
export LEC_CHECK = 1
export CORE_AREA = 10 10 70 70
export DIE_AREA = 0 0 80 80
$ cat flow/constraint.sdc
current_design storage_ctrl

set clk_period 1.8
set clk_io_pct 0.2

create_clock -name clk0 -period $clk_period [get_ports {clk}]

set non_clock_inputs [all_inputs -no_clocks]
set_input_delay [expr $clk_period * $clk_io_pct] -clock clk0 $non_clock_inputs
set_output_delay [expr $clk_period * $clk_io_pct] -clock clk0 [all_outputs]
$ cat flow/design.v
module storage_ctrl (
	input logic clk,
    input logic reset,
    input logic key_pressed,
    input logic [3:0] key_digit,
    output logic [3:0] dig0,
    output logic [3:0] dig1
);
    logic last_key;  
    always_ff @(posedge clk) begin
        if (!reset) begin  
            dig0 <= 4'hF;
            dig1 <= 4'hF;
            last_key <= 0;
        end else begin
            if (key_pressed && !last_key) begin
                dig1 <= dig0;
                dig0 <= key_digit;
            end
            last_key <= key_pressed;
        end
    end
endmodule
==> impl_metrics.tcl <==
# yosys + openroad results
set metrics [dict create \
    cts_made_buffers 3 \
    yosys_cells 33 \
    regArea_um2 180.2 \
    ctsResizeCount 0 \
    regToRegSetupSlack_ps 900 \
    vdd_drop_max_uv 317.1 \
    drt_iter0_drc 5 \
    period_used_share 0.8046 \
    grt_max_degree 14 \
    log.warning_count 25 \
    cts_hold_buf 0 \
    ys.flops 9 \
    holdCritPathClass "flop to flop" \
    grt_pass1_wl_um 1407 \
    worstHoldPathCells 2 \
    critPathTopFamily "buffers and inverters" \
    worstSetupEndpointType "primary output" \
    netlist.area_leader.share 0.4737 \
    topCellsByArea "dfxtp_1 (47%), and4bb_2 (13%), mux2i_1 (11%)" \
    skew_ps 0.4015 \
    finalMaxSlewViolations 0 \
    slowest_delay_ps 490 \
    met1Wirelength_um 441 \
    critical_path_buf_inv_count 1 \
    ys_seq_share 0.4737 \
    arrival_ps 1090 \
    final_antenna_net_count 0 \
    r2r-start "last_key$_SDFF_PN0_" \
    routed-wl-met3_um 115 \
    worstHoldStart "dig1[2]$_SDFFE_PN1P_" \
    netlist_instances 33 \
    synth_area_per_cell_um2 11.53 \
    r2r_cells 2 \
    antenna_found_initial 0 \
    cp_max_fo 2 \
    reg2reg_to "dig1[3]$_SDFFE_PN1P_" \
    path_class "flop to primary output" \
    leakage_nw 0.2172 \
    max_freq_ghz 0.6905 \
    fill_cells 395 \
    p_int_mw 0.3342 \
    wirelength_um 906 \
    fp_util 0.1114 \
    worst_setup_path_start_kind "flop" \
    die_x_um 80 \
    die_h_um 80 \
    path_cells "clkdlybuf4s50_1" \
    place_congestion 0.7462 \
    tns_ps 0 \
    clock-sinks 9 \
    maxCapViolCount 0 \
    netlist_area_um2 380.4 \
    cts_max_level 1 \
    first_pass_iters 2 \
    clockBufferDepth 2 \
    wire_per_inst_um 9.438 \
    final-comb-area_um2 188.9 \
    antennaDiodeCount 0 \
    synthDistinctLibCells 11 \
    top_layer_used "met3" \
    pwr_density_cell_nw_per_um2 719.8 \
    max_slew_margin 0.7907 \
    clkSlewWorstSetupHoldPaths_ps 60 \
    crit_path_top_delay_cell "clkdlybuf4s50_1" \
    drc 0 \
    holdWs_ps 516.3 \
    grt_pass1_vias 274 \
    final.min_clock_period_ps 1448 \
    setup_violations 0 \
    yosys.area.top_type "dfxtp_1" \
    ys_warn_count 1 \
    comb_power_share 0.133 \
    swShare 0.2172 \
    p_seq_frac 0.501 \
    routed-wl-met2_um 348 \
    tightest_slew_ps 312.9 \
    final_layout_size_suffix_gt1_frac 0.1800 \
    area_growth_pct 55.92 \
    core_um2 3416 \
    io_buffers 14 \
    postCtsSetupRepairBufs 0 \
    ys_chip_area_um2 380.4 \
    die_area_um2 6400 \
    ios 15 \
    status "finished, final reports clean" \
    clockPowerShare 0.366 \
    rows 21 \
    rsz0062_at_grt "false" \
    grt-ovfl-total 0 \
    finalHoldViolations 0 \
    cts_tree "done" \
    via_per_inst 2.990 \
    switchingPower_mw 0.09271 \
    hold_end "dig1[2]$_SDFFE_PN1P_" \
    track_usage 0.02855 \
    root_buffer "clkbuf_4" \
    cp.required_ps 1440 \
    num_vias 287 \
    clock_latency_ps 260 \
]
[layer usage]
layer | global-route usage | up-vias
met5 | 0 | -
met4 | 0 | 0
met3 | 0.02614 | 0
met2 | 0.03612 | 13
met1 | 0.03681 | 125
li1 | - | 149
[flip-flops by register name (all words and copies together), names as in the netlist]
| name | count |
|---|---|
| dig0 | 4 |
| last_key | 1 |
| dig1 | 4 |
[worst max-delay path by stage]
| stage | from | endpoint | slack [ps] | cells past startpoint |
|---|---|---|---|---|
| after CTS | dig0[1]$_SDFFE_PN1P_ | dig0[1] | 340 | 1 |
| after global routing | dig1[2]$_SDFFE_PN1P_ | dig1[2] | 290 | 1 |
| final | dig0[1]$_SDFFE_PN1P_ | dig0[1] | 350 | 1 |
[synthesized netlist by cell type (all sizes together)]
| master | instances |
|---|---|
| and2 | 1 |
| and4bb | 4 |
| mux2i | 4 |
| buf | 1 |
| nor2b | 6 |
| a21oi | 4 |
| and2b | 3 |
| dfxtp | 9 |
| nand2b | 1 |
[cells by family (layout without fill, tap and decap cells)]
family,count (synthesis),count (layout),synth area share
mux,4,4,0.1053
compound gates,4,4,0.06249
buf+inv,1,18,0.02960
flops,9,9,0.4737
simple gates,15,15,0.3290
[final cells by class]
class / count / area share
timing repair buffer: 14 / 0.2363
multi-input combinational: 23 / 0.3186
tap: 46 / 0.09705
clock buffer: 4 / 0.04430
sequential: 9 / 0.3038
[power groups by stage]
stage                 clock [mW]  sequential (mW)  combinational, mW
after global routing       0.175            0.215             0.0618
final                      0.156            0.214             0.0568
after CTS                  0.163            0.214             0.0581
[layout by cell type, fill, tap and decap left out, drive strengths merged]
cell           instances
nand2b                 1
a21oi                  4
clkbuf                 4
and4bb                 4
clkdlybuf4s50         14
mux2i                  4
dfxtp                  9
nor2b                  6
and2                   1
and2b                  3
[through the flow]
step	utilization	setup slack, ps	area (µm²)	instances	total power [mW]
detailed placement	0.1659	340.3	566.8	92	0.2760
global placement	0.1659	353.3	566.8	92	0.2760
CTS	0.1736	345.0	593.1	96	0.4344
finish	0.1736	351.7	593.1	96	0.4269
floorplan	-	977.9	380.4	33	0.2421
global route	0.1736	291.4	593.1	96	0.4524
No activity file was given, so power comes from the tool's default toggle rates.
