$ cat design/flow/run.sh
#!/bin/bash
# OpenROAD 26Q1-2900-gdf79404cd8, Yosys 0.63+post, stock flow scripts
make -C /OpenROAD-flow-scripts/flow DESIGN_CONFIG=/design/flow/config.mk WORK_HOME=/design/flow/orfs finish
$ cat design/flow/config.mk
export PLATFORM = sky130hd
export DESIGN_NAME = display
export DESIGN_NICKNAME = display
export VERILOG_FILES = /design/flow/design.v
export SDC_FILE = /design/flow/constraint.sdc
export NUM_CORES = 4
export LEC_CHECK = 1
export CORE_AREA = 10 10 78 78
export DIE_AREA = 0 0 88 88
$ cat design/flow/constraint.sdc
current_design display

set clk_period 2.1
set clk_io_pct 0.2

create_clock -name clk0 -period $clk_period [get_ports {clk}]

set non_clock_inputs [all_inputs -no_clocks]
set_input_delay [expr $clk_period * $clk_io_pct] -clock clk0 $non_clock_inputs
set_output_delay [expr $clk_period * $clk_io_pct] -clock clk0 [all_outputs]
$ cat design/flow/design.v
module display (
    input logic clk,              
    input logic reset,   
    input logic [3:0] dig0,  
    input logic [3:0] dig1,  
    output logic [6:0] seg,     
    output logic [1:0] anode
);
    logic freq_switch;
    logic [11:0] mux_counter;
    logic [3:0] cur_num;
    always_ff @(posedge clk) begin
        if (!reset) begin
            mux_counter <= 0;
        end else begin
            mux_counter <= mux_counter + 1;
        end
    end
    seven_segdisplay decode (             
        .s(cur_num),
        .seg(seg)
    );
   assign freq_switch = mux_counter[11]; 	 
    always_comb begin
        if (freq_switch)
cur_num = dig0;
        else
            cur_num = dig1;
    end
    always_comb begin
        if (freq_switch) 
            anode = 2'b01;  
        else 
            anode = 2'b10;  
    end
endmodule
module seven_segdisplay(
input logic [3:0] s,
output logic [6:0] seg
);
always_comb begin 
   case(s)
		4'b0000 : seg	= 7'b0000001;  
		4'b0001 : seg= 7'b1001111;  
		4'b0010 : seg= 7'b0010010;  
		4'b0011 : seg= 7'b0000110;  
		4'b0100 : seg= 7'b1001100;  
		4'b0101 : seg= 7'b0100100;  
		4'b0110 : seg= 7'b0100000;  
		4'b0111 : seg= 7'b0001111;  
		4'b1000 : seg= 7'b0000000;  
		4'b1001 : seg= 7'b0000100;  
		4'b1010 : seg = 7'b0001000;  
		4'b1011 : seg = 7'b1100000;  
		4'b1100 : seg = 7'b0110001;  
		4'b1101 : seg = 7'b1000010;  
		4'b1110 : seg = 7'b0110000;  
		4'b1111 : seg = 7'b0111000;  
		default: seg = 7'b1111111;  
endcase
end
endmodule
==> results.ini <==
[status]
outcome=finished, violations left
violations=setup timing

[synthesis]
synthDistinctLibCells=30
yosysWarningCount=2
yosysChipArea_um2=871
ys_ff=12
syn_avg_cell_area_um2=9.36
synth_seq_share_pct=27.6
yosysCellCount=93
syn_area_um2=871
syn-instance-count=93

[setup_path]
crit_arrival_ns=1.78
crit_path_cell_trace=buf_6, mux2i_4, buf_6, mux2_4, a22o_1, buf_2
cp_top_family=multiplexers
required_ns=1.68
path_common_cell=buf_6
worst-setup-path-type=flop to output port
reg2reg_slack_ns=0.59
cp_max_fo=4
startpoint_type=flop
cp_slowest_stage_delay_ns=0.39
cpMaxStageDelayCell=dfxtp_4
path_buffers=3
endpoint_kind=output port

[sta]
layout_min_cycle_time_ns=2.20
rsz0062_at_grt=yes
fin_tns_setup_ns=-0.398
setup_violations=6
final_max_slew_viol_count=0
fin_skew_ns=0.00212
maxSlewHeadroom_pct=79.5
hold_viol_final=0
post-route-period-util_pct=105
worstMarginPinSlew_ns=0.305
hold_ws_ns=0.479
fmax_ghz=0.455
setup_slack_ns=-0.0982

[floorplanning]
rows=24
die_h_um=88
die_w_um=88
pin_count=19
core_mm2=0.00441
chipArea_mm2=0.00774
fp_util_pct=19.7

[drt]
wl_per_cell_um=10.9
n_antenna_cell=0
wl_met3_um=57
avgViaCountPerCell=4.32
drtIter0Drc=5
first_pass_iters=4
dr_wl_met2_um=1010
drt-total-wl_um=2090
vias=825
ant_nets=0
routed.top_layer=met4
wl_met1_um=1010
drc_errors=0

[global_route]
grt_overflow_total=0
grt_util_all_layers_pct=5.12
grt_pass1_wl_um=3430
grt_pass1_vias=799
antenna_found_initial=0
grt_max_degree=11

[clock_network]
ctsRootBufferMaster=clkbuf_8
cts_buffers=3
cts.path.max_buffers=2
path_clk_slew_ns=0.05
cts_sinks=12
htreeDepth=1
clkLatencyLatePin_ns=0.24
tritoncts=built
ctsHoldBuffers=0

[power]
ir_drop_v=0.000260
p_leak_uw=0.000592
powerDensity_mw_per_mm2=437

[place]
gp_congestion=0.787
dp_hpwl_um=1430
port_buffers=18

[min_path]
min_path_type=flop to flop

[finish]
regMostFlops=mux_counter
largest_register_ffs=12
largestRegisters=mux_counter: 12 flops
syn_to_final_growth_pct=69.4
fill_cells=420
layout-drive-gt1-share_pct=46.8

[job]
max_cap_violations=0
tool_warnings=32

per-stage QoR:
| stage | utilization, % | area, um^2 | total power (uW) | worst slack, ns | std cells |
|---|---|---|---|---|---|
| 6_report | 33.4 | 1480 | 644 | -0.0982 | 191 |
| 5_1_grt | 33.4 | 1480 | 675 | -0.178 | 191 |
| 4_1_cts | 31.6 | 1400 | 636 | -0.139 | 189 |
| 3_5_place_dp | 27.2 | 1200 | 371 | -0.721 | 175 |
| 3_3_place_gp | 27.2 | 1200 | 371 | -0.682 | 175 |
| 2_1_floorplan | - | 871 | 298 | 0.0180 | 93 |
final timing paths:
path	start	end	cells after the start
setup / recovery	mux_counter[11]	seg[0]	6
setup reg to reg	mux_counter[0]	mux_counter[10]	4
hold reg to reg	mux_counter[0]	mux_counter[0]	1
hold / removal	mux_counter[0]	mux_counter[0]	1
cell usage in the layout, fill, tap and decap left out, types with 3 or more instances in the layout:
master,synthesis,final
buf_4,2,15
clkdlybuf4s50_1,0,5
mux2i_1,7,4
o21ai_0,4,3
or4_1,3,3
inv_2,0,3
inv_1,7,4
mux2_4,0,3
mux2i_4,1,3
o31ai_1,4,3
buf_6,2,13
nand2_1,5,5
a21oi_1,6,6
buf_2,0,7
nand3_1,4,3
ha_4,0,4
clkbuf_8,0,4
dlygate4sd2_1,0,6
dfxtp_1,12,11
a22o_1,3,3
nor2_1,5,5
Yosys cell counts:
cell / n / area [um^2]
mux2_2: 3 / 33.8
a21oi_1: 6 / 30.0
nor3b_1: 2 / 15.0
nor2_1: 5 / 18.8
nand3b_1: 1 / 7.51
mux2i_2: 1 / 13.8
buf_6: 2 / 22.5
nor4_1: 1 / 6.26
or4_1: 3 / 22.5
dfxtp_1: 12 / 240
ha_1: 7 / 87.6
o21ai_0: 4 / 20.0
nand3_4: 1 / 17.5
xor2_1: 2 / 17.5
or3_2: 2 / 15.0
a211oi_2: 1 / 12.5
inv_1: 7 / 26.3
nor2b_1: 1 / 6.26
buf_4: 2 / 15.0
o31ai_1: 4 / 30.0
mux2i_1: 7 / 70.1
xnor2_1: 2 / 17.5
clkinv_1: 1 / 3.75
mux2i_4: 1 / 22.5
nand3_1: 4 / 20.0
nand2_1: 5 / 18.8
nand4_4: 1 / 21.3
and2_1: 1 / 6.26
a22o_1: 3 / 26.3
or3_1: 1 / 6.26
kinds of logic after synthesis:
group | share of synthesized area, %
flops | 27.6
buf+inv | 7.76
mux | 16.1
compound gates | 13.7
fa+ha+maj | 10.1
simple gates | 20.8
xor+xnor | 4.02
metal layers:
layer,vias to the layer above,track usage (%)
met3,2,0.842
met4,0,1.01
met1,385,6.99
met5,-,0
met2,12,8.33
li1,426,-
final cells by class:
cell class                 count  area [um^2]  share of cell area (%)
timing repair buffer          46          397                    26.9
inverter                       8         30.0                    2.04
multi-input combinational     69          684                    46.4
tap                           52         65.1                    4.41
sequential                    12          244                    16.5
clock buffer                   4         55.1                    3.73
power breakdown:
| part | switching [uW] | internal, uW | total [uW] |
|---|---|---|---|
| clock network | 84.1 | 166 | 250 |
| registers | 5.99 | 232 | 238 |
| logic | 60.5 | 96.8 | 157 |
timing repair:
item / CTS / global route
pin swaps: 5 / 4
gates resized: 57 / 10
buffers inserted: 11 / 2
endpoints found under the setup margin: 7 / 7
Power and IR drop assume default switching activity.
